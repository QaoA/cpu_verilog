**flow/run.sh**
```bash
#!/bin/bash
# OpenROAD 26Q1-2900-gdf79404cd8, Yosys 0.63+post, stock flow scripts
make -C /OpenROAD-flow-scripts/flow DESIGN_CONFIG=/design/flow/config.mk WORK_HOME=/design/flow/orfs finish
```
**flow/config.mk**
```make
export PLATFORM = sky130hd
export DESIGN_NAME = pipe_noDataHazards_ID
export DESIGN_NICKNAME = pipe_noDataHazards_ID
export VERILOG_FILES = /design/flow/design.v
export SDC_FILE = /design/flow/constraint.sdc
export NUM_CORES = 4
export LEC_CHECK = 1
export CORE_UTILIZATION = 40
```
**flow/constraint.sdc**
```tcl
current_design pipe_noDataHazards_ID

set clk_period 8.4
set clk_io_pct 0.2

create_clock -name clk0 -period $clk_period [get_ports {clk}]

set non_clock_inputs [all_inputs -no_clocks]
set_input_delay [expr $clk_period * $clk_io_pct] -clock clk0 $non_clock_inputs
set_output_delay [expr $clk_period * $clk_io_pct] -clock clk0 [all_outputs]
```
**flow/design.v**
```verilog
`timescale 1ns / 1ps
module cla32(a,b,ci,s
    );
	 input [31:0] a,b;
	 input ci;
	 output [31:0] s;
	 assign s = a + b + ci;
endmodule
`timescale 1ns / 1ps
module mux2x32(a0,a1,s,y
    );
	 input [31:0] a0,a1;
	 input s;
	 output [31:0] y;
	 assign y = s?a1:a0;
endmodule
`timescale 1ns / 1ps
module mux2x5(a0,a1,s,y
    );
	 input [4:0] a0,a1;
	 input s;
	 output [4:0] y;
	 assign y= s?a1:a0;
endmodule
`timescale 1ns / 1ps
module pipe_cu(IDrs,IDrt,IDop,EXwreg,MEMwreg,MEMm2reg,EXwn,MEMwn,EXm2reg, MEMjumpType,MEMzero,
					IDsst,IDsext,IDshift,IDwreg,IDm2reg,IDwmem,IDaluc,IDselectAlua,IDselectAlub,is_store_hazards,IFwip,IDwir,IFwillJump,IDjumpType
    );
	 input [4:0] IDrs,IDrt;
	 input [4:0] EXwn,MEMwn;
	 input [11:0] IDop;
	 input EXwreg,MEMwreg,EXm2reg;
	 input MEMm2reg;
	 output IDsst,IDsext,IDshift,IDwreg,IDm2reg,IDwmem;
	 output IFwip,IDwir;
	 output [3:0] IDaluc;
	 output [1:0] IDselectAlua,IDselectAlub;
	 output [1:0] is_store_hazards;
	 input [1:0] MEMjumpType;
	 input MEMzero;
	 output IFwillJump;
	 output [1:0] IDjumpType;
	 wire z;
	 wire wreg,m2reg,wmem,shift,aluimm,sst,sext;
	 wire [1:0] pcsource;
	 wire [3:0] aluc;
	 sccu cu_core(IDop,z,wreg,sst,m2reg,shift,aluimm,sext,aluc,wmem,pcsource);
	 wire EXE_is_load = EXm2reg;
	 wire ID_alua_need_reg = ~shift;
	 wire ID_alub_need_reg = ~aluimm;
	 wire EXE_A_DEPEN = (IDrs == EXwn)&(EXE_is_load)&(ID_alua_need_reg);
	 wire EXE_B_DEPEN = (IDrt == EXwn)&(EXE_is_load)&(ID_alub_need_reg);
	 wire LoadDepend = EXE_A_DEPEN | EXE_B_DEPEN;
	 wire MEM_is_load = MEMm2reg;
	 wire ID_is_store = wmem;
	 wire EX_is_store_hazards = ID_is_store&(IDrt == EXwn)&EXwreg;
	 wire MEM_is_store_hazards = ID_is_store&(IDrt == MEMwn)&MEMwreg;
	 assign IDselectAlua[1] = ((~MEM_is_load)&(
									  ((ID_alua_need_reg)&(~EXwreg)&MEMwreg&(IDrs==MEMwn)) | 
									  ((ID_alua_need_reg)&(EXwreg)&(~MEMwreg)&(IDrs==EXwn)) |
									  ((ID_alua_need_reg)&(EXwreg)&(MEMwreg)&(~(IDrs==EXwn))&(IDrs==MEMwn))|
									  ((ID_alua_need_reg)&(EXwreg)&(MEMwreg)&(IDrs==EXwn)&(~(IDrs==MEMwn)))|
									  ((ID_alua_need_reg)&(EXwreg)&(MEMwreg)&(IDrs==EXwn)&(IDrs==MEMwn))
									  ))|(
									  (MEM_is_load)&(ID_alua_need_reg)&(MEMwreg)&(IDrs == MEMwn)
									  );
	 assign IDselectAlua[0] = ((~MEM_is_load)&(
									  (~ID_alua_need_reg)|
									  ((ID_alua_need_reg)&(~EXwreg)&(MEMwreg)&(IDrs==MEMwn))|
									  ((ID_alua_need_reg)&(EXwreg)&(MEMwreg)&(~(IDrs==EXwn))&(IDrs==MEMwn))
									  ))|(
									  (MEM_is_load) &(
									  (~ID_alua_need_reg) | (ID_alua_need_reg & MEMwreg & (IDrs == MEMwn))
									  ));
	 assign IDselectAlub[1] = ((~MEM_is_load)&(
									  ((ID_alub_need_reg)&(~EXwreg)&MEMwreg&(IDrt==MEMwn)) | 
									  ((ID_alub_need_reg)&(EXwreg)&(~MEMwreg)&(IDrt==EXwn)) |
									  ((ID_alub_need_reg)&(EXwreg)&(MEMwreg)&(~(IDrt==EXwn))&(IDrt==MEMwn))|
									  ((ID_alub_need_reg)&(EXwreg)&(MEMwreg)&(IDrt==EXwn)&(~(IDrt==MEMwn)))|
									  ((ID_alub_need_reg)&(EXwreg)&(MEMwreg)&(IDrt==EXwn)&(IDrt==MEMwn))
									  ))|(
									  (MEM_is_load)&(ID_alub_need_reg)&(MEMwreg)&(IDrt==MEMwn)
									  );
	assign IDselectAlub[0] =  ((~MEM_is_load)&(
									  (~ID_alub_need_reg)|
									  ((ID_alub_need_reg)&(~EXwreg)&(MEMwreg)&(IDrt==MEMwn))|
									  ((ID_alub_need_reg)&(EXwreg)&(MEMwreg)&(~(IDrt==EXwn))&(IDrt==MEMwn))
									  ))|(
									  (MEM_is_load) & (
									  (~ID_alub_need_reg) | (ID_alub_need_reg & MEMwreg & (IDrt == MEMwn))
									  ));
	assign IDwreg = wreg&(~LoadDepend);
	assign IDwmem = wmem&(~LoadDepend);
	assign IDsst = sst;
	assign IDsext = sext;
	assign IDshift = shift;
	assign IDm2reg = m2reg;
	assign IDaluc = aluc;
	assign IFwip = (~LoadDepend);
	assign IDwir = (~LoadDepend);
	assign IFwillJump = ((~MEMjumpType[1])&MEMjumpType[0]&(~MEMzero))|
							  (MEMjumpType[1]&(~MEMjumpType[0])&MEMzero) |
							  (MEMjumpType[1]&MEMjumpType[0]);
	wire i_beq = (IDop[11:6] == 6'b001111)?1:0; 
	wire i_bne = (IDop[11:6] == 6'b010000)?1:0; 
	wire i_jump = (IDop[11:6] == 6'b010010)?1:0; 
	assign IDjumpType[1] = i_jump | i_beq;
	assign IDjumpType[0] = i_jump | i_bne;
	assign is_store_hazards[1] = (~EX_is_store_hazards) & MEM_is_store_hazards;
	assign is_store_hazards[0] = EX_is_store_hazards;
endmodule
`timescale 1ns / 1ps
module pipe_inst_reg(newInst,clk,clrn,wir,p4,
							oldInst,IDp4
    );
	 input [31:0] newInst;
	 input [31:0] p4;
	 input clk,clrn;
	 input wir;
	 output [31:0] oldInst;
	 output [31:0] IDp4;
	  reg [31:0] oldInst;
	  reg [31:0] IDp4;
	  always @(negedge clrn or posedge clk)
			if(clrn == 0)
				begin
					oldInst <= 0;
					IDp4 <= 0;
				end
			else
				begin
					if(wir)
						begin
						oldInst <= newInst;
						IDp4 <= p4;
						end
				end
		initial
			begin
				oldInst = 0;
				IDp4 = 0;
			end
endmodule
`timescale 1ns / 1ps
module pipe_noDataHazards_ID(clk,clrn,IFinst,EXwn,MEMwn,WBwn,EXm2reg,EXwreg,MEMwreg,MEMm2reg,WBwreg,WBdata,MEMjumpType,MEMzero,IFp4,
									  IFwip,IDwreg,IDm2reg,IDwmem,IDaluc,IDselectAlua,IDselectAlub,IDisStoreHazards,IDwn,IDqa,IDqb,IDsaOrImme,IDwillJump,IDjumpType,IDjumpPc
    );
	 input clk,clrn;
	 input [31:0] IFinst;
	 input [4:0] EXwn,MEMwn,WBwn;
	 input EXm2reg,EXwreg,MEMwreg,WBwreg;
	 input [31:0] WBdata;
	 input MEMm2reg;
	 input [1:0] MEMjumpType;
	 input MEMzero;
	 input [31:0] IFp4;
	 output IFwip,IDwreg,IDm2reg,IDwmem;
	 output [1:0] IDisStoreHazards;
	 output [3:0] IDaluc;
	 output [1:0] IDselectAlua,IDselectAlub;
	 output [4:0] IDwn;
	 output [31:0] IDqa,IDqb,IDsaOrImme;
	 output IDwillJump;
	 output [1:0]IDjumpType;
	 output [31:0] IDjumpPc;
	wire [31:0] inst;
	wire IDwir;
	wire [31:0] IDp4;
	pipe_inst_reg inst_reg(IFinst,clk,clrn,IDwir,IFp4,
									inst,IDp4);
	wire [4:0] rs,rt,rd;
	wire [4:0] short_sa;
	wire [11:0] op;
	wire [15:0] imme;
	assign rs = inst[9:5];
	assign rt = inst[4:0];
	assign rd = inst[14:10];
	assign op = inst[31:20];
	assign short_sa = inst[19:15];
	assign imme = inst[25:10];
	wire sst,shift,sext;
	pipe_cu cu(rs,rt,op,EXwreg,MEMwreg,MEMm2reg,EXwn,MEMwn,EXm2reg,MEMjumpType,MEMzero,
					sst,sext,shift,IDwreg,IDm2reg,IDwmem,IDaluc,IDselectAlua,IDselectAlub,IDisStoreHazards,IFwip,IDwir,IDwillJump,IDjumpType);
	mux2x5 select_wn(rt,rd,sst,IDwn);
	pipe_regfile rf(rs,rt,WBdata,WBwn,WBwreg,clk,clrn,IDqa,IDqb);
	wire e = sext & imme[15];
	wire [15:0] imm = {16{e}};
	wire [31:0] imme_extend = {imm,imme};
	wire [31:0] sa_extend = {27'b0,short_sa};
	mux2x32 select_IDsaOrImme(imme_extend,sa_extend,shift,IDsaOrImme);
	wire [31:0] offset = {imme_extend[29:0],2'b00};
	wire [31:0] address = {IDp4[31:28],inst[25:0],2'b00};
	wire [31:0] bneOrBeqJumpPc;
	cla32 jumpAdder(IDp4,offset,1'b0,bneOrBeqJumpPc);
	mux2x32 select_pc(bneOrBeqJumpPc,address,IDjumpType[1] & IDjumpType[0],IDjumpPc);
endmodule
`timescale 1ns / 1ps
module pipe_regfile(rna,rnb,d,wn,we,clk,clrn,qa,qb
    );
	 input [4:0] rna,rnb,wn;
	 input [31:0] d;
	 input we,clk,clrn;
	 output [31:0] qa,qb;
	 reg [31:0] register [1:31];
	 assign qa=(rna==0)?0:register[rna];
	 assign qb=(rnb==0)?0:register[rnb];
	 integer i;
	 always @(negedge clk or negedge clrn)
			if(clrn==0)
			begin
			for(i=1;i<32;i=i+1)
				register[i]<=0;
			end
			else if((wn!=0)&&we)
				register[wn]<=d;
		initial 
			begin
				for(i=1;i<32;i=i+1)
				register[i]<=0;
			end
endmodule
`timescale 1ns / 1ps
module sccu(
	input[11:0] op,input z,
	output wreg,output sst,output m2reg,
	output shlft,output aluimm,output sext,
	output[3:0] aluc,output wmem,output[1:0] pcsource
    );
wire i_add = (op == 12'b000000000001)?1:0;
wire i_and = (op == 12'b000001000001)?1:0;
wire i_or = (op == 12'b000001000010)?1:0;
wire i_xor = (op == 12'b000001000100)?1:0;
wire i_sra = (op == 12'b000010000001)?1:0;
wire i_srl = (op == 12'b000010000010)?1:0;
wire i_sll = (op == 12'b000010000011)?1:0;
wire i_addi = (op[11:6] == 6'b000101)?1:0;
wire i_andi = (op[11:6] == 6'b001001)?1:0; 
wire i_ori = (op[11:6] == 6'b001010)?1:0; 
wire i_xori = (op[11:6] == 6'b001100)?1:0; 
wire i_load = (op[11:6] == 6'b001101)?1:0; 
wire i_store = (op[11:6] == 6'b001110)?1:0; 
wire i_beq = (op[11:6] == 6'b001111)?1:0; 
wire i_bne = (op[11:6] == 6'b010000)?1:0; 
wire i_jump = (op[11:6] == 6'b010010)?1:0; 
assign wreg = i_add|i_and|i_or|i_xor|i_sra|i_srl|i_sll|i_addi|i_andi|i_ori|i_xori|i_load;
assign sst = i_add|i_and|i_or|i_xor|i_sra|i_srl|i_sll;
assign m2reg = i_load;
assign shlft = i_sra|i_srl|i_sll;
assign aluimm = i_addi|i_andi|i_ori|i_xori|i_load|i_store;
assign sext = i_addi|i_load|i_store|i_beq|i_bne;
assign wmem = i_store;
assign pcsource[1] = i_jump;
assign pcsource[0] = i_jump|(i_beq&z)|(i_bne&~z);
assign aluc[3] = i_andi|i_ori|i_xori|i_load|i_store|i_beq|i_bne|i_jump;
assign aluc[2] = i_sra|i_srl|i_sll|i_addi|i_store|i_beq|i_bne|i_jump;
assign aluc[1] = i_or|i_xor|i_sll|i_addi|i_xori|i_load|i_bne|i_jump;
assign aluc[0] = i_and|i_xor|i_srl|i_addi|i_ori|i_load|i_beq|i_jump;
endmodule
```
==> ci_impl_report.md <==
### Metrics collected by this job

| Metric | Value |
|---|---|
| Status | `complete, but fails checks` |
| Failing checks | `negative setup slack` |
| CTS clk-pin slew, worst paths | `0.05 ns` |
| Clk network pwr share | `0.367` |
| Hold WC Path Type | `flip-flop to flip-flop` |
| Max FO, Critical Path | `3` |
| # Max-Cap Violations | `0` |
| Relative slew slack | `0.225` |
| Final hold violations | `0` |
| Sequential Power Share | `0.467` |
| P_leak | `27.8 nW` |
| Via count | `46.1k` |
| Wirelength, routed | `252 mm` |
| R2R Path Start | `inst_reg.oldInst[27]` |
| Switching Share | `0.290` |
| Synth Cell Area | `53600 um^2` |
| Critical Path Start Type | `flip-flop` |
| Mapped Cells | `4483` |
| WL per Instance | `38.5 um` |
| Synth Seq Share | `0.493` |
| Number of DRC markers in iteration 0 | `5437` |
| Port-buffer cells | `270` |
| Pwr dens | `233 nW/um^2` |
| Die Width | `368 um` |
| CTS Buffer Depth | `3` |
| Unrepaired setup endpoints after global routing | `true` |
| Cts bufs inserted | `114` |
| Combinational Power Share | `0.166` |
| Worst hold start | `rf.register[1][27]` |
| Initial DRT Pass Iterations | `10` |
| Cell Int Power | `0.0108 W` |
| CTS tree | `yes` |
| Area growth syn-to-layout | `21.7%` |
| Vias per cell | `7.04` |
| Final setup viols | `1` |
| Post-synth EDFFs | `0` |
| Init Core Util | `0.405` |
| Final Max Tran Viols | `0` |
| Tool Warnings | `28` |
| CP peak stage delay | `0.41 ns` |
| Yosys Warn Count | `3` |
| CTS H-tree lvls | `3` |
| Die area | `135000 um^2` |
| Worst-Margin Slew | `1.16 ns` |
| Setup slack after layout | `-0.0155 ns` |
| Antenna-violating nets left | `0` |
| Clk root buf | `clkbuf_16` |
| Total Routing Usage GR | `0.384` |
| Worst path cell trace | `a22o_1 > a221oi_2 > nand3_2 > nor4_4 > nor2_1 > clkdlybuf4s50_1` |
| Crit path from | `rf.register[18][30]` |
| Share of cells above drive strength 1 | `0.379` |
| I/O pin cnt | `271` |
| Late-Pin Clk Latency | `0.75 ns` |
| Die Y-Extent | `368 um` |
| Share of flip-flops with an asynchronous set or reset | `1.00` |
| # Cells Yosys | `4483` |
| Top_reg_cell synth | `dfrtn_1` |
| Slowest cell on crit path | `clkdlybuf4s50_1` |
| Vias in the first global route | `45.5k` |
| Syn avg cell area | `12.0 um^2` |
| Worst vdd ir | `0.189 mV` |
| Post-DP HPWL | `144 mm` |
| Yosys stat chip area | `53600 um^2` |
| FF+latch count, synth | `1056` |
| NetSw | `0.00440 W` |
| Grt ovf | `0` |
| First-pass GRT wire length | `352 mm` |
| Setup TNS | `-0.0155 ns` |
| Initial antenna violation count | `9` |
| Placer congestion estimate | `1.00` |
| Post-Route Skew | `0.0542 ns` |
| CP Data Arrival Time | `6.74 ns` |
| # rows | `133` |
| Largest net degree at the start of global routing | `97` |
| TritonCTS sink count | `1056` |
| Critical path required time | `6.72 ns` |
| CP Capture Type | `primary output` |
| Util after Layout | `0.494` |
| Core area | `132000 um^2` |
| Drc violations | `0` |
| Yosys cell types | `74` |
| Setup Crit Path Kind | `flip-flop to primary output` |
sequential cells by signal (all words and copies together) (netlist names):
name and count:
rf.register 992, inst_reg.IDp4 32, inst_reg.oldInst 32
power by group through the flow:
| stage | Combinational, W | Clock (W) | Sequential [W] |
|---|---|---|---|
| after global routing | 0.00268 | 0.00579 | 0.00718 |
| final | 0.00252 | 0.00557 | 0.00709 |
| after CTS | 0.00243 | 0.00559 | 0.00702 |
cell usage after synthesis, drive strengths merged (29+ instances only):
| cell type | count | area share |
|---|---|---|
| a221oi | 243 | 0.040 |
| nand3 | 96 | 0.0090 |
| mux2 | 1064 | 0.22 |
| dfrtp | 64 | 0.030 |
| a22oi | 357 | 0.050 |
| a22o | 240 | 0.039 |
| nor2 | 151 | 0.011 |
| buf | 196 | 0.018 |
| ha | 29 | 0.0068 |
| clkbuf | 267 | 0.019 |
| o21ai | 38 | 0.0036 |
| dfrtn | 992 | 0.46 |
| nor3 | 72 | 0.0070 |
| a222oi | 59 | 0.011 |
| nand4 | 132 | 0.016 |
| nand2 | 99 | 0.0070 |
| a21oi | 176 | 0.017 |
worst paths after layout:
check / to / slack [ns] / cells after the start
max: IDqb[30] / -0.02 / 6
min: rf.register[1][27] / 0.48 / 1
max reg2reg: inst_reg.oldInst[6] / 4.55 / 9
min reg2reg: rf.register[1][27] / 0.48 / 1
max in group asynchronous: rf.register[25][8] / 2.14 / 2
min in group asynchronous: inst_reg.IDp4[6] / 1.54 / 2
placed cells by master (no fill, tap or decap), types with 17 or more instances in the layout:
master | netlist | layout
a221oi_2 | 1 | 96
clkbuf_8 | 0 | 18
clkdlybuf4s50_1 | 0 | 249
nand4_1 | 131 | 131
nand2b_1 | 22 | 18
a22oi_1 | 357 | 356
nor3_2 | 3 | 42
nor2_1 | 150 | 77
a21oi_1 | 175 | 168
mux2_2 | 1061 | 1061
a221oi_1 | 240 | 144
clkinv_2 | 0 | 17
nor2_4 | 0 | 71
clkbuf_1 | 267 | 24
a222oi_1 | 59 | 59
clkbuf_16 | 0 | 122
xnor2_1 | 23 | 23
xor2_1 | 26 | 26
ha_1 | 29 | 29
nand2_1 | 98 | 89
buf_12 | 0 | 59
o21ai_0 | 32 | 29
nand3_1 | 96 | 93
a21o_1 | 21 | 21
dfrtn_1 | 992 | 992
buf_4 | 19 | 210
a22o_1 | 240 | 240
dfrtp_1 | 64 | 62
cell type report:
class                           count  area (um^2)
Inverter                            8         30.0
Clock buffer                      164         3390
Sequential cell                  1056        26400
Multi-Input combinational cell   2956        26900
Antenna cell                       10         25.0
Clock inverter                     49          756
Fill cell                       11400        66900
Tap cell                         1755         2200
Timing Repair Buffer              540         5490
timing repair:
action                                  in CTS  in global routing
pin swaps                                   46                 73
hold buffers                                 0                  0
gates resized                              110                114
endpoints found under the setup margin      42                 50
buffers inserted                            12                 19
logic make-up (layout without fill, tap and decap cells):
group                      Yosys count  in the layout  share of synthesized area
buffers and inverters              471            761                     0.0377
other                                0             10                          0
AOI/OAI and AO/OA                 1173           1173                      0.170
and+or+nand+nor                    639            639                     0.0600
adders and majority gates           30             30                    0.00715
xor gates and xnor gates            49             49                    0.00801
muxes                             1065           1065                      0.224
DFF                               1056           1056                      0.493
critical path, delay by kind of cell, from the launching register on:
| kind | cells | cell delay, ns |
|---|---|---|
| AND-OR/OR-AND | 2 | 0.47 |
| buffers and inverters | 1 | 0.41 |
| flip-flops | 1 | 0.37 |
| AND/OR/NAND/NOR | 3 | 0.58 |
per-stage QoR:
step / total power (W) / std cells / hold WS [ns] / cell area [um^2] / setup WS (ns)
finish: 0.0152 / 6538 / 0.477 / 65200 / -0.0155
global route: 0.0156 / 6534 / 0.485 / 65200 / -0.0647
CTS: 0.0150 / 6509 / 0.478 / 64400 / -0.0164
detailed placement: 0.00943 / 6286 / 0.478 / 59700 / -0.0212
global placement: 0.00939 / 6286 / 0.470 / 59700 / -0.0449
floorplan: 0.00812 / 4483 / 0.448 / 53600 / 0.856
layer usage:
metal / global-route usage / vias to the layer above / wire length (um)
li1: - / 17900 / -
met1: 0.494 / 23000 / 89700
met2: 0.502 / 3976 / 100000
met3: 0.268 / 1195 / 45100
met4: 0.163 / 14 / 16300
met5: 0.0128 / - / 434
Power figures rest on the tool's default switching activity, not on a simulated workload.
